==> ./design.v <==
module BCDtoSevenSeg(
input [3:0] LED_BCD,
output reg [6:0]SEG = 7'b0
);
always@(*)
begin
  case(LED_BCD)
               4'b0000: SEG = 7'b1000000;  
               4'b0001: SEG = 7'b1111001;  
               4'b0010: SEG = 7'b0100100;  
               4'b0011: SEG = 7'b0110000;  
               4'b0100: SEG = 7'b0011001;  
               4'b0101: SEG = 7'b0010010;  
               4'b0110: SEG = 7'b0000010;  
               4'b0111: SEG = 7'b1111000;  
               4'b1000: SEG = 7'b0000000;  
               4'b1001: SEG = 7'b0011000;  
               default: SEG = 7'b1000000;  
  endcase
end
endmodule
module BinaryToBCD(
     input  [19:0] bnum,
     output reg [15:0] BCD
);
reg [3:0] thousands;
reg [3:0] hundreds;
reg [3:0] tens;
reg [3:0] ones;
reg [27:0] shift;
integer i;
     always @(bnum)
     begin
          thousands = 4'b0;
          hundreds = 4'b0;
          tens = 4'b0;
          ones = 4'b0;
          shift = 0;
          shift[11:0] = bnum;
          for (i = 0; i < 12; i = i + 1)
          begin
               if (shift[15:12] >= 5)
                    shift[15:12] = shift[15:12] + 3;
               if (shift[19:16] >= 5)
                    shift[19:16] = shift[19:16] + 3;
               if (shift[23:20] >= 5)
                    shift[23:20] = shift[23:20] + 3;
               if (shift[27:24] >= 5)
                    shift[27:24] = shift[27:24] + 3;
               shift = shift << 1;
          end
          thousands = shift[27:24];
          hundreds  = shift[23:20];
          tens      = shift[19:16];
          ones      = shift[15:12];
          BCD = {thousands,hundreds,tens,ones};
     end
endmodule
module CalculatePeriod(
    input [19:0] sum,
    output [19:0] period
);
assign period = sum / 100000000 ;
endmodule
module CounterTop(
    input CLK,
    input IN,
    output [19:0]bnum
);
wire [19:0]on_count;
wire [19:0]off_count;
wire [19:0] sum;
wire [19:0] period;
FrequencyCounter u1(
    .CLK(CLK),
    .IN(IN),
    .on_count(on_count),
    .off_count(off_count)
);
SumFrequency u2(
    .on_count(on_count),
    .off_count(off_count),
    .sum(sum)
);
CalculatePeriod u3(
    .sum(sum),
    .period(period)
);
OutputFrequency u4(
    .period(period),
    .bnum(bnum)
);
endmodule
module Decoder(
    input CLK,
    input [15:0]BCD,
    input reset,
    output reg [3:0]digits,
    output reg [3:0]LED_BCD
);
reg [20:0] refresh_counter;
wire [1:0]countout;
    always @(posedge CLK)
         begin
            case(reset)
            1'b1: refresh_counter <= 0;
            default: refresh_counter <= refresh_counter + 1;
            endcase
         end
    assign countout = refresh_counter[20:19];
 always @(*)
     begin
          case(countout)
               2'b00: begin
                    digits = 4'b0111;
                    LED_BCD = BCD[15:12];
               end
               2'b01: begin
                    digits = 4'b1011;
                    LED_BCD = BCD[11:8];
               end
               2'b10: begin
                    digits = 4'b1101;                 
                    LED_BCD = BCD[7:4];
               end
               2'b11: begin
                    digits = 4'b1110;
                    LED_BCD = BCD[3:0];
               end
          endcase
     end
endmodule
module FrequencyCounter(
    input IN, 
    input CLK,
    output reg [19:0]on_count,
    output reg [19:0]off_count
);
reg onflag =0;
reg offflag =0;
reg [19:0]CounterOn = 0;
reg [19:0]CounterOff = 0;
always@(posedge CLK) 
begin
    if(IN)
        begin
            CounterOn = CounterOn + 1;
            onflag = 1;
            if(offflag)
            begin
                off_count = CounterOff;
                CounterOff = 0;
                offflag = 0;
            end
        end
    else 
    begin
        if(onflag)
                begin
                 on_count = CounterOn;
                 CounterOn = 0;
                 onflag = 0;
                 end 
        CounterOff = CounterOff + 1;
        offflag = 1;
    end
end
endmodule
module OutputFrequency(
    input [19:0]period,
    output [19:0]bnum
);
assign bnum = 1 / period;
endmodule 
module SumFrequency(
    input [19:0] on_count,
    input [19:0] off_count,
    output [19:0]sum
);
 assign sum = on_count + off_count;
 endmodule
module Top(
    input IN,
    input CLK, 
    input reset,
    output [3:0]digits,
    output [6:0] SEG 
);
wire [19:0]bnum;
wire [1:0]countout;
wire [15:0] BCD;
wire [3:0] LED_BCD;
CounterTop u1(
    .IN(IN),
    .CLK(CLK),
    .bnum(bnum)
);
BinaryToBCD u5(
    .bnum(bnum),
    .BCD(BCD)
);
Decoder u8(
    .CLK(CLK),
    .reset(reset),
    .BCD(BCD),
    .digits(digits),
    .LED_BCD(LED_BCD)
    );
BCDtoSevenSeg u9(
    .LED_BCD(LED_BCD),
    .SEG(SEG)
    );
endmodule
==> ./run.sh <==
#!/bin/bash
# OpenROAD 26Q1-2900-gdf79404cd8, Yosys 0.63+post, stock flow scripts
make -C /OpenROAD-flow-scripts/flow DESIGN_CONFIG=/design/flow/config.mk WORK_HOME=/design/flow/orfs finish
==> ./config.mk <==
export PLATFORM = sky130hd
export DESIGN_NAME = Top
export DESIGN_NICKNAME = Top
export VERILOG_FILES = /design/flow/design.v
export SDC_FILE = /design/flow/constraint.sdc
export NUM_CORES = 4
export LEC_CHECK = 1
export CORE_AREA = 10 10 98 98
export DIE_AREA = 0 0 108 108
==> ./constraint.sdc <==
current_design Top

set clk_period 3.5
set clk_io_pct 0.2

create_clock -name clk0 -period $clk_period [get_ports {CLK}]

set non_clock_inputs [all_inputs -no_clocks]
set_input_delay [expr $clk_period * $clk_io_pct] -clock clk0 $non_clock_inputs
set_output_delay [expr $clk_period * $clk_io_pct] -clock clk0 [all_outputs]
==> results.tsv <==
stage	metric	value	unit
critical_path	end_kind	output port	
detailed_routing	viasPerCell	3.29	
synth	ys_sh_adder	1.29	%
synth	yosysWarnings	4	
synth	synth_cells	116	
sta	setup_tns	0	ps
run_status	status	finished, final reports clean	
critical_path	crit_buf_inv	2	
floorplanning	coreArea	7650	um^2
detailed_routing	first_iter_violations	26	
finish	largest_register	u8.refresh_counter	
sta	setup_slack	1380	ps
finish	reg_top3	u8.refresh_counter (21)	
finish	comb_area	492	um^2
synth	postSynthSeqShare	43.4	%
synth	ys_cells	116	
critical_path	path_cells	or2_2 > inv_1 > clkdlybuf4s50_1	
synth	xor_share	9.04	%
sta	finalClockPeriodUsage	60.6	%
sta	setup-violations-final	0	
synth	topCellsByArea	dfxtp_1 43%, nor2_1 6.2%, xnor2_1 5.4%	
global_route	antenna_found_initial	0	
global_route	grt.total_usage	2.90	%
placed_design	hpwl	1210	um
detailed_routing	diodes	0	
power	ir_worst_vdd	0.153	mV
synth	ys_chip_area	968	um^2
critical_path	required	2800	ps
global_route	first_global_vias	692	
critical_path	worstPathArrival	1420	ps
clocking	holdBufCountCts	0	
finish	seq_area	420	um^2
placed_design	dpl_cell_area	1180	um^2
power	leakage	0.406	nW
clocking	cts_resized	0	
critical_path	cp_slowest_stage_delay	450	ps
detailed_routing	routed-via-count	749	
clocking	cts.clk_slew.worst_paths	80	ps
sta	period_needed	2120	ps
floorplanning	core_util_floorplan	12.7	%
detailed_routing	wl	1680	um
critical_path	worstSetupStartpointType	flop	
clocking	cts.sinks	21	
detailed_routing	route.detailed.drc	0	
floorplanning	chipArea	11700	um^2
power	power	0.413	mW
synth	ys_types	30	
finish	finalInstanceArea	1220	um^2
critical_path	worst_path_max_delay_cell	clkdlybuf4s50_1	
synth	ys_sh_simple	29.6	%
synth	logic_family	simple AND/OR/NAND/NOR gates	
floorplanning	die_w	108	um
sta	fin_worst_skew	4.07	ps
finish	syn_to_final_growth	26.4	%
critical_path	crit_type	flop to output port	
synth	syn_area_per_cell	8.35	um^2
synth	ys_ff	21	
sta	hold_viol_final	0	
clocking	clock_path_buffers	2	
synth	yosysTopAreaCellShare	43.4	%
clocking	clk_latency	260	ps
detailed_routing	drtAntennaViolNets	0	
critical_path	critPathMaxFanout	6	
placed_design	port_buffers	10	
run	warnings	26	
placed_design	dpl_worst_slack	1320	ps
detailed_routing	wl_per_cell	7.36	um
clocking	cts_tree	yes	
synth	compound_area_share	6.59	%
clocking	post_cts_buffers	0	
sta	max_freq	472	MHz
power	powerDensity	338	nW/um^2
finish	lay_top_cells	21 x dfxtp_1, 16 x nor2_1, 10 x clkdlybuf4s50_1, 7 x nand2_1	
detailed_routing	drtPass1Iterations	4	
finish	drive_gt1_share	11.1	%
run	maxCapViolCount	0	
critical_path	cp_top_family	buffers and inverters	
sta	rsz0062_at_grt	false	
floorplanning	row_count	32	
placed_design	gp_congestion	0.698	
clocking	cts_buffers	3	
synth	yosys.area.top_type	dfxtp_1	
finish	fin_util	16.0	%
synth	synth_area	968	um^2
finish	fill_cells	845	
floorplanning	die_h	108	um
global_route	grt_max_degree	14	
floorplanning	boundaryPins	14	
sta	drv_slew	0	
finish	largest_reg_flops	21	
global_route	gr-total-overflow	0	
global_route	grt_pass1_wl	2930	um
finish	lay_top_count	dfxtp_1	
synth	synth.mux.area_fraction	3.49	%
min_path	hp-class	flop to flop	
clocking	clockRootBuffer	clkbuf_8	
clocking	htree_levels	1	
-- Yosys cell counts --
cell type  instances
nand2_1            7
dfxtp_1           21
mux2_2             3
a31o_2             1
nor2_1            16
clkbuf_1           3
a21oi_1            6
and3_1             2
nand4_1            4
nor4_1             2
xor2_1             4
and4_1             1
nor3_1             2
or3_2              1
or4_1              1
nor2b_1            4
xnor2_1            6
or3_1              4
conb_1             1
nand3_1            6
nand2b_1           1
inv_1              6
ha_1               1
buf_4              3
o21ai_0            5
or2_2              1
buf_1              1
and3_2             1
and2_1             1
nand3_2            1
-- routing by layer --
| metal | GRT usage [%] | wire [um] |
|---|---|---|
| met4 | 0.191 | 8 |
| met1 | 3.67 | 861 |
| met3 | 1.51 | 163 |
| met5 | 0 | 0 |
| met2 | 4.53 | 645 |
-- area by class of cell --
class | count | share of cell area, %
Clock buffer | 3 | 3.37
Clock inverter | 1 | 0.409
Inverter | 6 | 1.84
Multi-Input combinational cell | 83 | 40.2
Sequential cell | 21 | 34.4
Tap cell | 102 | 10.4
Timing Repair Buffer | 12 | 9.41
-- final timing paths --
kind / start / to / slack, ps / cells past startpoint
max: u8.refresh_counter[20] / SEG[0] / 1380 / 3
min: u8.refresh_counter[0] / u8.refresh_counter[0] / 460 / 1
max reg2reg: u8.refresh_counter[3] / u8.refresh_counter[15] / 1650 / 4
min reg2reg: u8.refresh_counter[0] / u8.refresh_counter[0] / 460 / 1
-- power by group --
| group | internal (mW) | total, mW | switching [mW] |
|---|---|---|---|
| logic | 0.00512 | 0.0122 | 0.00704 |
| clock network | 0.0792 | 0.157 | 0.0777 |
| registers | 0.242 | 0.244 | 0.00274 |
-- metrics by stage --
stage               hold WS (ps)  cells
finish                       462    228
global route                 529    228
CTS                          466    228
detailed placement           447    224
global placement             441    224
floorplan                    426    117
-- cell families (layout without fill, tap and decap cells) --
logic type / Yosys count / count (layout)
other: 1 / 2
AND/OR/NAND/NOR: 55 / 55
AND-OR/OR-AND: 12 / 12
buffers and inverters: 13 / 22
adder cells (fa/ha/maj): 1 / 1
multiplexers: 3 / 3
XOR/XNOR: 10 / 10
flip-flops: 21 / 21
Power is estimated from default activity; no workload was simulated.
